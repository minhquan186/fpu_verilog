==> design/flow/run.sh <==
#!/bin/bash
# OpenROAD 26Q1-2900-gdf79404cd8, Yosys 0.63+post, stock flow scripts
make -C /OpenROAD-flow-scripts/flow DESIGN_CONFIG=/design/flow/config.mk WORK_HOME=/design/flow/orfs finish
==> design/flow/config.mk <==
export PLATFORM = sky130hd
export DESIGN_NAME = fpu_cu
export DESIGN_NICKNAME = fpu_cu
export VERILOG_FILES = /design/flow/design.v
export SDC_FILE = /design/flow/constraint.sdc
export NUM_CORES = 4
export LEC_CHECK = 1
export CORE_AREA = 10 10 70 70
export DIE_AREA = 0 0 80 80
==> design/flow/constraint.sdc <==
current_design fpu_cu

set clk_period 3.1
set clk_io_pct 0.2

create_clock -name clk0 -period $clk_period [get_ports {clk}]

set non_clock_inputs [all_inputs -no_clocks]
set_input_delay [expr $clk_period * $clk_io_pct] -clock clk0 $non_clock_inputs
set_output_delay [expr $clk_period * $clk_io_pct] -clock clk0 [all_outputs]
==> design/flow/design.v <==
module fpu (
    input clk,
    input rst,
    input start,
    input [31:0] input_a,
    input [31:0] input_b,
    input [1:0] opcode,
    output [31:0] output_z,
    output [2:0] error,
    output done
);
fpu_cu cu_dut(
    .clk(clk),
    .rst(rst),
    .start(start),
    .opcode(opcode),
    .add_done(add_done),
    .sub_done(sub_done), 
    .mul_done(mul_done),
    .div_done(div_done),
    .add(add),
    .sub(sub),
    .mul(mul),
    .div(div),
    .done(done)
);
fpu_dp dp_dut(
    .clk(clk),
    .rst(rst),
    .start(start),
    .input_a(input_a),
    .input_b(input_b),
    .add_done(add_done),
    .sub_done(sub_done), 
    .mul_done(mul_done),
    .div_done(div_done),
    .add(add),
    .sub(sub),
    .mul(mul),
    .div(div),
    .output_z(output_z),
    .error(error)
);
endmodule
module fpu_cu(
    input clk,
    input rst,
    input start,
    input [1:0] opcode,
    input add_done,
    input sub_done, 
    input mul_done,
    input div_done,
    output reg add,
    output reg sub,
    output reg mul,
    output reg div,
    output reg done
);
    localparam  ADD_OP  = 2'b00,
                SUB_OP  = 2'b01,
                MUL_OP  = 2'b10,
                DIV_OP  = 2'b11;
    localparam  IDLE    = 3'b000,
                ADD     = 3'b001,
                SUB     = 3'b010,
                MUL     = 3'b011,
                DIV     = 3'b100;
    reg [2:0] state, next_state;
    always @ (posedge clk) begin 
        if (rst) begin
            state <= IDLE;
        end else begin
            state <= next_state;
        end
    end
    always @( 
            start,
            state,
            opcode,
            add_done,
            sub_done,
            mul_done,
            div_done
            ) 
     begin
        add = 0; 
        sub = 0; 
        mul = 0; 
        div = 0; 
        done = 0;
        case (state) 
            IDLE: begin 
                if (start == 1) begin
                    if (opcode == 2'b00)
                        next_state = ADD;
                    else if (opcode == 2'b01)
                        next_state = SUB;
                    else if (opcode == 2'b10)
                        next_state = MUL;
                    else if (opcode == 2'b11)
                        next_state = DIV;
                end
                else 
                    next_state = IDLE;
                add = 0; sub = 0; mul = 0; div = 0; done = 1;
            end
            ADD: begin
                if (add_done == 1) begin
                    next_state = IDLE;
                end else begin
                    next_state = ADD;
                end
                add = 1; sub = 0; mul = 0; div = 0; done = 0;
            end
            SUB: begin
                if (sub_done == 1) begin
                    next_state = IDLE;
                end else begin
                    next_state = SUB;
                end
                add = 0; sub = 1; mul = 0; div = 0; done = 0;
            end
            MUL: begin
                if (mul_done == 1) begin
                    next_state = IDLE;
                end else begin
                    next_state = MUL;
                end
                add = 0; sub = 0; mul = 1; div = 0; done = 0;
            end
            DIV: begin
                if (div_done == 1) begin
                    next_state = IDLE;
                end else begin
                    next_state = DIV;
                end
                add = 0; sub = 0; mul = 0; div = 1; done = 0;
            end
            default : next_state = IDLE;
        endcase
    end
endmodule
module fpu_dp(
    input clk,
    input rst,
    input start,
    input [31:0] input_a,
    input [31:0] input_b,
    input add,
    input sub,
    input mul,
    input div,
    output reg add_done,
    output reg sub_done,
    output reg mul_done,
    output reg div_done,
    output reg [31:0] output_z,
    output reg [2:0] error
);
    reg [31:0] input_b_add;
    wire [31:0] output_z_add;
    wire [31:0] output_z_mul;
    wire [31:0] output_z_div;
    wire [2:0] error_add;
    wire [2:0] error_mul;    
    wire [2:0] error_div;
    wire done_add;
    wire done_mul;
    wire done_div;
    add add_dut(
        .start(start),
        .clk(clk),
        .rst(rst),
        .input_a(input_a),
        .input_b(input_b_add), 
        .output_z(output_z_add),
        .error(error_add),
        .done(done_add)
    );
    mul mul_dut(
        .start(start),
        .clk(clk),
        .rst(rst),
        .input_a(input_a),
        .input_b(input_b), 
        .output_z(output_z_mul),
        .error(error_mul),
        .done(done_mul)
    );
    div div_dut(
        .start(start),
        .clk(clk),
        .rst(rst),
        .input_a(input_a),
        .input_b(input_b), 
        .output_z(output_z_div),
        .error(error_div),
        .done(done_div)
    );
    always @ (posedge clk) begin  
        if (rst) begin
            add_done <= 0;
            sub_done <= 0;
            mul_done <= 0;
            div_done <= 0;
        end else if (add == 1) begin
            input_b_add = input_b;
            output_z = output_z_add;
            error = error_add;
            if (done_add == 1)
            begin
                add_done <= 1;
            end
        end else if (sub == 1) begin
            input_b_add = {~input_b[31], input_b[30:0]};
            output_z = output_z_add;
            error = error_add;
            if (done_add == 1)
            begin
                sub_done <= 1;
            end
        end else if (mul == 1) begin
            output_z = output_z_mul;
            error = error_mul;
            if (done_mul == 1)
            begin
                mul_done <= 1;
            end
        end else if (div == 1) begin
            output_z = output_z_div;
            error = error_div;
            if (done_div == 1)
            begin
                div_done <= 1;
            end
        end
    end
endmodule
==> results.sh <==
# flow metrics
export IMPL_slew_viol_final=0
export IMPL_ios=14
export IMPL_ys_warn_count=1
export IMPL_yosysTopAreaCell="ha_1"
export IMPL_dp_cells=92
export IMPL_yosysChipArea_um2=350
export IMPL_postCtsSetupRepairBufs=0
export IMPL_die_x_um=80
export IMPL_antenna_found_initial=0
export IMPL_period_used_pct=69.4
export IMPL_finalNonFillerCells=96
export IMPL_cp_max_fo=7
export IMPL_vias=296
export IMPL_routedWlPerCell_um=8.98
export IMPL_crit_path_top_delay_cell="clkdlybuf4s50_1"
export IMPL_synth_stat_cells=35
export IMPL_ir_drop_uv=46.0
export IMPL_port_buffers=13
export IMPL_synthCells=35
export IMPL_numCtsBuffers=3
export IMPL_max_stage_delay_ns=0.55
export IMPL_num_fill_cells=390
export IMPL_place_congestion=0.716
export IMPL_grt_pass1_vias=298
export IMPL_grt_setup_unrepaired="no"
export IMPL_drive_above_1_share_pct=12.0
export IMPL_warning_count=29
export IMPL_drt_antenna_violating_nets=0
export IMPL_finalSetupTns_ns=0
export IMPL_layout_top_cell="clkdlybuf4s50_1"
export IMPL_finalHoldViolations=0
export IMPL_hold_buffers=0
export IMPL_criticalPathCategory="register to output port"
export IMPL_ys_flops=6
export IMPL_cts_htree_levels=1
export IMPL_track_usage_pct=2.64
export IMPL_grt_ovfl_total=0
export IMPL_met2_usage_pct=3.37
export IMPL_die_h_um=80
export IMPL_path_clk_slew_ns=0.03
export IMPL_avgSynthCellArea_um2=10.0
export IMPL_grt_busiest_layer="met1"
export IMPL_dieArea_um2=6400
export IMPL_layout_setup_ws_ns=0.948
export IMPL_fin_util_pct=16.0
export IMPL_syn_area_um2=350
export IMPL_dpl_hpwl_um=733
export IMPL_place_ws_ns=1.21
export IMPL_p_leak_nw=0.215
export IMPL_initCoreUtil_pct=10.3
export IMPL_drc=0
export IMPL_unclocked_pins=3
export IMPL_use_met1_pct=3.80
export IMPL_hp_class="input port to register"
export IMPL_use_met3_pct=1.02
export IMPL_core_um2=3420
export IMPL_lay_top_cells="13 x clkdlybuf4s50_1, 5 x ha_1, 4 x inv_1"
export IMPL_drtIter0Drc=43
export IMPL_grt_pass1_wl_um=1350
export IMPL_crit_path_start="state[2]"
export IMPL_setup_viol=0
export IMPL_synth_distinct_cells=20
export IMPL_cts_tree="built"
export IMPL_fmax_mhz=465
export IMPL_max_slew_margin_pct=65.2
export IMPL_start_kind="register"
export IMPL_area_leaders="ha_1 18%, dfxtp_1 17%, dlxtn_1 13%"
export IMPL_endpoint_kind="output port"
export IMPL_worst_slew_pin_slew_ns=0.514
export IMPL_synth_top_area_share_pct=17.9
export IMPL_min_period_ns=2.15
export IMPL_status="complete, no violations"
export IMPL_power_density_nw_per_um2=247
export IMPL_untimed_endpoints=3
export IMPL_clockBufferDepth=2
export IMPL_cp_data_required_time_ns=2.48
export IMPL_cts_root_buf="clkbuf_4"
export IMPL_cp_arrival_ns=1.53
export IMPL_drt_pass1_iterations=4
export IMPL_postCtsResizedCells=0
export IMPL_row_count=21
export IMPL_antenna_diode_count=0
export IMPL_grt_max_degree=10
export IMPL_crit_path_cell_trace="nor3b_1 -> clkdlybuf4s50_1"
export IMPL_maxCapViolations=0
export IMPL_crit_end="div"
export IMPL_routed_wirelength_um=862
export IMPL_via_per_inst=3.08
export IMPL_area_growth_pct=56.4
[cells by family after synthesis]
kind of cell,Yosys count,synth area share (%)
latches,3,12.9
buffers and inverters,6,8.93
AND/OR/NAND/NOR,13,30.0
adder cells (fa/ha/maj),5,17.9
multiplexers,2,6.07
AND-OR/OR-AND,3,7.14
flip-flops,3,17.1
[per-stage QoR]
stage	power [mW]	hold slack, ns	cell area [um^2]
floorplan	0.0538	0.692	350
detailed placement	0.0690	1.22	522
global route	0.144	1.01	548
global placement	0.0687	1.22	522
CTS	0.140	0.976	548
finish	0.135	0.982	548
[report_power, final]
part | leakage (nW) | switching [mW] | internal [mW] | total (mW)
clock | 0.0150 | 0.0189 | 0.0481 | 0.0671
sequential | 0.0480 | 0.000886 | 0.0404 | 0.0413
combinational | 0.152 | 0.0100 | 0.0171 | 0.0271
[cell type report]
| class | instances | area [um^2] | share of cell area, % |
|---|---|---|---|
| clock buffer | 4 | 26.3 | 4.79 |
| inverter | 4 | 15.0 | 2.74 |
| multi-input combinational | 23 | 214 | 39.0 |
| sequential | 6 | 105 | 19.2 |
| tap | 46 | 57.6 | 10.5 |
| timing repair buffer | 13 | 130 | 23.7 |
[Yosys cell counts (all sizes together)]
library cell and instances:
nor3 1, inv 4, a22o 1, mux2i 1, and3 1, nor4 1, a32o 1, o22ai 1
nor3b 2, dfxtp 3, nor2 1, mux2 1, nor4b 1, nand2b 2, nor2b 3, ha 5
dlxtn 3, buf 2, or4b 1
[flip-flops by register name (all words and copies together) (netlist names)]
signal      flops
state           3
next_state      3
[worst min-delay path by stage]
stage	slack, ns	end	start	cells past startpoint
after global routing	1.01	state[0]	rst	2
final	0.98	state[1]	rst	2
after CTS	0.98	state[1]	rst	2
[metal layers]
metal  vias up  routed length [um]
met5         -                   0
met4         0                  34
met3         2                  72
met2        11                 325
met1       134                 430
li1        149                   -
[worst max-delay path: cells and delay by family, from the launching register on]
kind / cells / cell delay (ns)
buffers and inverters: 1 / 0.55
flip-flops: 1 / 0.41
AND/OR/NAND/NOR: 1 / 0.35
Power is estimated from default activity; no workload was simulated.
